[flow/config.mk]
export PLATFORM = sky130hd
export DESIGN_NAME = Registers
export DESIGN_NICKNAME = Registers
export VERILOG_FILES = /design/flow/design.v
export SDC_FILE = /design/flow/constraint.sdc
export NUM_CORES = 4
export LEC_CHECK = 1
export CORE_UTILIZATION = 30
[flow/constraint.sdc]
current_design Registers

set clk_period 2.7
set clk_io_pct 0.2

create_clock -name clk0 -period $clk_period [get_ports {nclk}]

set non_clock_inputs [all_inputs -no_clocks]
set_input_delay [expr $clk_period * $clk_io_pct] -clock clk0 $non_clock_inputs
set_output_delay [expr $clk_period * $clk_io_pct] -clock clk0 [all_outputs]
[flow/design.v]
module Registers (
    input nclk, enable,
	input [3:0] address_A, address_B, address_D,
	input [7:0] data_in,
	output [7:0] out_A, out_B
);
  	reg [7:0] memory [0:16];
  	assign out_A = memory[address_A];
  	assign out_B = memory[address_B];
  	always @ (negedge nclk) begin
		if(enable == 1) begin
			memory[address_D] <= data_in;
      	end
  	end
  	integer i;
  	initial begin
      for (i = 0; i < 128; i= i + 1)
        memory[i] = i;
    end
endmodule
module Reg_IO (
  input nclk, enable,
	input [3:0] address_A, address_B, address_D,
	input [7:0] data_in,
  input [7:0] port_1,
	output [7:0] out_A, out_B,
  output [7:0] port_0
);
  	reg [7:0] memory[0:16];
  	assign out_A = memory[address_A];
  	assign out_B = memory[address_B];
    assign port_0 = memory[0];
  	always @ (negedge nclk) begin
		if(enable == 1 ) begin
			memory[address_D] <= data_in;
      memory[1] = port_1;
      	end
  	end
  	integer i;
  	initial begin
      for (i = 0; i < 16; i= i + 1)
        memory[i] = i;
    end
endmodule
module ROM(
  input[7:0]address,
  output[15:0] data_out
);
  wire [15:0] data_out;
  reg [15:0] memory [0:256];
  assign data_out = memory[address];
initial begin
 $readmemh("instructions.list", memory);
end
endmodule
module RAM(
	input nclk, enable,
	input[7:0] address, data_in,
	output[7:0] data_out
);
  wire [7:0] data_out;
  reg [7:0] memory [0:256];
  assign data_out = memory[address];
  always @ (negedge nclk)begin
	if (enable)
		memory[address] <= data_in;
  end
	integer i;
initial begin
	for (i = 0; i < 256; i= i + 1)
        memory[i] = i;
end
endmodule
[flow/instructions.list]

8102
4010
A000
A000
[flow/run.sh]
#!/bin/bash
# OpenROAD 26Q1-2900-gdf79404cd8, Yosys 0.63+post, stock flow scripts
make -C /OpenROAD-flow-scripts/flow DESIGN_CONFIG=/design/flow/config.mk WORK_HOME=/design/flow/orfs finish
==> flow_summary.ini <==
; flow metrics
[die]
initial_core_util_pct = 30.76
fp.dieH_microns = 143.5
die_area_sq_um = 20590
die_w_microns = 143.5
coreArea_sq_um = 19530
rows = 51
ios = 38

[route]
num_antenna_cells = 0
drtIter0Drc = 139
antenna_left = 0
dr.pass1.iters = 4
drc = 0
drt_wl_total_mm = 15.01
vias_per_cell = 4.747
via_count = 3764
wire_per_inst_microns = 18.93

[power_and_ir_drop]
clkPwrFrac_pct = 52.4
combPwrFrac_pct = 8.8
p_sw_mw = 1.526
max-vdd-ir-drop_mv = 0.4218
total_power_mw = 5.840
internal_power_mw = 4.314
pwr_density_cell_nw_per_um2 = 678.7
power.leakage_nw = 3.357
swShare_pct = 26.13
seqPwrFrac_pct = 38.7

[clock_tree]
cts_max_level = 4
cts_tree = built
cts_num_sinks = 128
numCtsBuffers = 17
clk_transition_reported_paths_ps = 30
cts_max_path_buffers = 2
cts_root_buf = clkbuf_16

[synthesis]
netlist_area_sq_um = 6006
ys_cells = 292
ys_sh_aoi_pct = 4.000
synth.distinct_cells = 21
synthXorXnorAreaFrac_pct = 0
yosys_area_sq_um = 6006
syn_inst = 292
syn_avg_cell_area_sq_um = 20.57
synthMuxAreaShare_pct = 25.46
simple_gate_share_pct = 3.625
yosys.area_share.adder_pct = 0
synth_seq_share_pct = 64.00
yosysWarnings = 1
numSynthFlops = 128
logic_family = multiplexers

[worst_setup_path]
startpoint_type = flip-flop
worstPathMaxFanout = 2
worstPathArrival_ps = 3180
critPathCaptureType = primary output
cp.required_ps = 2160
crit_type = flip-flop to primary output

[cells_and_area]
drive_gt1_share_pct = 42.05
largest_reg_flops = 128
nFillCells = 1670
reg_top3 = memory: 128 flops
flop_area_sq_um = 3844
regMostFlops = memory
area_delta_synth_final_pct = 43.27
combGateArea_sq_um = 2191

[flow_run]
maxCapViolations = 0
tool_warnings = 156

[place]
dp_hpwl_mm = 9.403
port_buffers = 37
gp_congestion = 0.8494
dp_slack_ps = -907.5

[outcome]
violations = setup timing
status = complete, but fails checks

[timing]
whs_ps = 1785
worst_pin_slew_ps = 727.5
hold_viol = 0
max-slew-margin-rel_pct = 51.50
finalWorstSetupSlack_ps = -1024
slew_violations = 0
rsz0062_at_grt = yes
setup_viol = 16
tns_ps = -14340

[global_route]
grt_util_all_layers_pct = 17.13
grt_max_degree = 28
first_global_vias = 4546
use_met2_pct = 24.12
antenna_found_initial = 0
grt-ovfl-total = 0
busiest_layer = met2
grt_pass1_wl_mm = 23.18
grt.met3_usage_pct = 17.78
met1_usage_pct = 16.54

[worst_hold_path]
holdPathStages = 6
hp-class = input port to primary output
routing by layer:
layer / vias to the layer above / share of wire [%] / routed length, microns
met4: 2 / 1.3 / 202
met1: 1781 / 33 / 4970
met5: - / 0.23 / 35
met3: 20 / 18 / 2760
li1: 1717 / - / -
met2: 244 / 47 / 7040
repair_timing:
action | CTS | global route
resized | 89 | 7
setup endpoints to repair | 144 | 23
setup buffers | 2 | 0
pin swaps | 32 | 24
hold buffers | 0 | 0
synthesized netlist by cell type (all sizes together):
library cell,count,area (sq um)
a22oi,32,240.2
nand3,1,5.000
nand3b,2,15.01
nor2b,2,12.51
mux4,64,1529
inv,1,3.750
nor2,14,52.55
nor3,4,20.02
nand2b,2,12.51
buf,14,111.3
edfxtp,128,3844
or3b,1,8.760
and2b,2,15.01
and2,2,12.51
clkdlybuf4s25,6,60.06
nand2,17,63.81
worst max-delay path: stages, from the launching register on:
cell	delay, ps
edfxtp_1	370
buf_4	140
mux4_2	470
a22oi_2	200
nand2_2	90
buf_2	120
cell type report:
type,count,share of cell area (%)
clock inverters,142,7.750
well taps,265,3.853
repair buffers,98,13.32
flip-flops and latches,128,44.67
clock buffers,17,4.944
multi-input cells,143,25.46
final timing paths:
kind,start,endpoint,slack [ps]
max,memory[3][6],out_B[6],-1020
min,address_B[0],out_B[0],1790
placed cells by master (no fill, tap or decap), types with 3 or more instances in the layout:
master | netlist | layout
a22oi_1 | 32 | 9
a22oi_2 | 0 | 23
buf_12 | 0 | 33
buf_2 | 5 | 19
buf_4 | 2 | 28
bufinv_16 | 0 | 4
clkbuf_16 | 0 | 17
clkdlybuf4s50_1 | 0 | 14
clkinv_4 | 0 | 3
edfxtp_1 | 128 | 128
inv_1 | 1 | 131
mux4_2 | 40 | 61
nand2_1 | 17 | 11
nand2_2 | 0 | 6
nor2_4 | 0 | 12
nor3_4 | 0 | 4
power groups by stage:
stage,Clock (mW),Combinational (mW),Sequential [mW]
CTS,3.14,0.516,2.26
global route,3.40,0.557,2.26
finish,3.06,0.515,2.26
logic make-up (layout without fill, tap and decap cells):
kind of cell,count (synthesis),after routing
buf+inv,21,257
flops,128,128
compound gates,32,32
simple gates,47,47
mux,64,64
through the flow:
step	cells	utilization (%)	area (sq um)
after floorplan	292	-	6086
after global placement	633	38.22	7462
after detailed placement	633	38.22	7462
after CTS	793	43.92	8576
after global routing	793	44.07	8605
final	793	44.07	8605
Power figures rest on the tool's default switching activity, not on a simulated workload.
